## design/flow/run.sh

```bash
#!/bin/bash
# OpenROAD 26Q1-2900-gdf79404cd8, Yosys 0.63+post, stock flow scripts
make -C /OpenROAD-flow-scripts/flow DESIGN_CONFIG=/design/flow/config.mk WORK_HOME=/design/flow/orfs finish
```

## design/flow/config.mk

```make
export PLATFORM = sky130hd
export DESIGN_NAME = router1x3
export DESIGN_NICKNAME = router1x3
export VERILOG_FILES = /design/flow/design.v
export SDC_FILE = /design/flow/constraint.sdc
export NUM_CORES = 4
export LEC_CHECK = 1
export CORE_UTILIZATION = 50
export SYNTH_HDL_FRONTEND = slang
```

## design/flow/constraint.sdc

```tcl
current_design router1x3

set clk_period 7.5
set clk_io_pct 0.2

create_clock -name clk0 -period $clk_period [get_ports {clk}]

set non_clock_inputs [all_inputs -no_clocks]
set_input_delay [expr $clk_period * $clk_io_pct] -clock clk0 $non_clock_inputs
set_output_delay [expr $clk_period * $clk_io_pct] -clock clk0 [all_outputs]
```

## design/flow/design.v

```verilog
interface router_if(input bit clock);
	bit resetn;
	bit pkt_valid;   
	logic [7:0] data_in; 
	bit error, busy; 
	bit read_enb;  
	bit valid_out;
	logic [7:0] data_out;
	clocking sc_drv_cb @(posedge clock);
		default input #1 output #1;
		output resetn, pkt_valid, data_in;
		input error, busy;
	endclocking
	clocking sc_mon_cb @(posedge clock);
		default input #1 output #1;
		input resetn, pkt_valid, data_in;
		input error, busy;
	endclocking
	clocking des_drv_cb @(posedge clock);
		default input #1 output #1;
		output read_enb;
		input valid_out;
	endclocking
	clocking des_mon_cb @(posedge clock);
		default input #1 output #1;
		input read_enb;
		input data_out;
	endclocking	
	modport SC_DRV_MP(clocking sc_drv_cb);
	modport SC_MON_MP(clocking sc_mon_cb);
	modport DES_DRV_MP(clocking des_drv_cb);
	modport DES_MON_MP(clocking des_mon_cb);
endinterface
module fifo(clk, resetn, soft_reset, wr_enb, rd_enb, lfd_state, data_in, data_out, full, empty);
	 parameter depth = 16, width = 9, addr_width = 4;
    input clk, resetn, wr_enb, rd_enb, lfd_state, soft_reset;
	 input [7:0] data_in;
	 output reg [7:0] data_out;
	 output full, empty;
	 reg lfd_state_t;
	 reg [8:0] mem [0:15];
	 reg [4:0] rd_ptr, wr_ptr;
	 reg [4:0] count;
	 integer i;
	 always @(posedge clk) begin
		if(~resetn) begin
			lfd_state_t <= 0;
		end
		else begin
			lfd_state_t <= lfd_state;
		end
	 end
	 always @(posedge clk) begin
		if(~resetn) begin
			data_out <= 0;
			rd_ptr <= 0;
		end
		else if(soft_reset) begin
			data_out <= {width-1{1'bz}};
		end
		else if(rd_enb && (~empty)) begin
			data_out <= mem[rd_ptr[3:0]][7:0];
			rd_ptr <= rd_ptr + 1;
		end
		else if(count == 0) begin
			data_out <= 8'bz;
		end
	 end
	 always @(posedge clk) begin
		if(~resetn || soft_reset) begin
			for(i = 0 ; i < depth; i = i+1) begin
				mem[i] <= 0;
			end
			wr_ptr <= 0;
		end
		else if(wr_enb && (~full)) begin
			mem[wr_ptr[3:0]] <= {lfd_state_t, data_in};
			wr_ptr <= wr_ptr + 1;
		end
	 end
	always @(posedge clk) begin
		if(~resetn || soft_reset) begin
			count <= 0;
		end
		else begin
			case ({rd_enb && (~empty), wr_enb && (~full)})
				2'b10: count <= count - 1;    
				2'b01: count <= count + 1;    
				2'b11: count <= count;        
				default: count <= count;      
			endcase
		end
        end
	 assign full = (wr_ptr == {~rd_ptr[4], rd_ptr[3:0]})?1'b1 : 1'b0;
	 assign empty = (wr_ptr == rd_ptr)?1'b1 : 1'b0;
endmodule
module fsm(clk, resetn, pkt_valid, data_in, fifo_full, fifo_empty0, fifo_empty1, fifo_empty2, parity_done, soft_reset0, soft_reset1, soft_reset2, low_pkt_valid, 
		busy, detect_add, lfd_state, ld_state, laf_state, full_state, write_enb_reg, rst_int_reg
    );
	 input clk, resetn, pkt_valid, fifo_full, fifo_empty0, fifo_empty1, fifo_empty2, parity_done, soft_reset0, soft_reset1, soft_reset2, low_pkt_valid;
	 input [1:0] data_in;
	 output busy, detect_add, lfd_state, ld_state, laf_state, full_state, write_enb_reg, rst_int_reg;
	 parameter DECODE_ADDRESS = 3'b000,
				  LOAD_FIRST_DATA = 3'b001,
				  WAIT_TILL_EMPTY = 3'b010,
				  LOAD_DATA = 3'b011,
				  FIFO_FULL_STATE = 3'b100,
				  LOAD_AFTER_FULL = 3'b101,
				  LOAD_PARITY = 3'b110,
				  CHECK_PARITY_ERROR = 3'b111;
	reg [2:0] state, next_state;
	 always @(posedge clk) begin
		if(~resetn) begin
			state <= DECODE_ADDRESS;
		end else if((soft_reset0 && (data_in == 2'b00)) || (soft_reset1 && (data_in == 2'b01)) || (soft_reset2 && (data_in == 2'b10))) begin
			state <= DECODE_ADDRESS;
		end else begin
			state <= next_state;
		end
	end
	always @(*) begin
		case(state)
			3'b000 : begin
				if((pkt_valid & (data_in == 2'b00) & fifo_empty0)| 
					(pkt_valid & (data_in == 2'b01) & fifo_empty1)|
					(pkt_valid & (data_in == 2'b10) & fifo_empty2)) begin
					next_state = LOAD_FIRST_DATA;
				end
				else if((pkt_valid & (data_in == 0) & !fifo_empty0)|
				(pkt_valid & (data_in == 1) & !fifo_empty1)|
				(pkt_valid & (data_in == 2) & !fifo_empty2)) begin
					next_state = WAIT_TILL_EMPTY;
				end
				else begin
					next_state = DECODE_ADDRESS;
				end
		end
			3'b001 : begin    
				next_state = LOAD_DATA;
		end
			3'b010 : begin    
				if((fifo_empty0 &&(data_in == 2'b00)) || (fifo_empty1 && (data_in == 2'b01)) || (fifo_empty2 && (data_in == 2'b10))) begin
					next_state = LOAD_FIRST_DATA;
				end
				else begin
					next_state = WAIT_TILL_EMPTY;
				end
		end
			3'b011 : begin     
				if(fifo_full) begin
					next_state = FIFO_FULL_STATE;
				end
				else begin
					if(!fifo_full & !pkt_valid) begin
						next_state = LOAD_PARITY;
					end
					else begin
					next_state = LOAD_DATA;
					end
				end
		end
			3'b100 : begin      
				if(!fifo_full) begin
					next_state = LOAD_AFTER_FULL;
				end
				else begin
					next_state = FIFO_FULL_STATE;
				end
		end
			3'b101 : begin    
				if(parity_done) begin
					next_state = DECODE_ADDRESS;
				end
				else if(!parity_done & !low_pkt_valid) begin
					next_state = LOAD_DATA;
				end
				else if(!parity_done & low_pkt_valid) begin
					next_state = LOAD_PARITY;
				end
		end
			3'b110 : begin     
				next_state = CHECK_PARITY_ERROR;
		end
			3'b111 : begin    
				if(!fifo_full) begin
					next_state = DECODE_ADDRESS;
				end
				else begin
					next_state = FIFO_FULL_STATE;
				end
			end
			default : next_state = DECODE_ADDRESS;
		endcase
	end
	assign detect_add = (state == DECODE_ADDRESS);
	assign lfd_state = (state == LOAD_FIRST_DATA);
	assign ld_state = (state == LOAD_DATA);
	assign laf_state = (state == LOAD_AFTER_FULL);
	assign rst_int_reg = (state == CHECK_PARITY_ERROR);
	assign busy = ((state == FIFO_FULL_STATE || state == LOAD_AFTER_FULL || state == WAIT_TILL_EMPTY || state == LOAD_FIRST_DATA || state == LOAD_PARITY || state == CHECK_PARITY_ERROR) ? 1:0);
	assign full_state = (state == FIFO_FULL_STATE);
	assign write_enb_reg = ((state == LOAD_DATA) | (state == LOAD_PARITY) | (state == LOAD_AFTER_FULL));
endmodule
module register(
	clk, resetn, pkt_valid, data_in, fifo_full, rst_int_reg, detect_add, ld_state, lfd_state, laf_state, full_state, parity_done, low_pkt_valid, error, dout
    );
	 input clk, resetn, pkt_valid, fifo_full, rst_int_reg, detect_add, ld_state, laf_state, full_state, lfd_state;
	 input [7:0] data_in;
	 output reg parity_done, low_pkt_valid, error;
	 output reg [7:0] dout;
	 reg [7:0] header, int_reg, int_parity, ext_parity;
	 always @(posedge clk) begin   
		if(!resetn) begin
			int_reg <= 0;
			header <= 0;
			dout <= 0;
		end
		else if(pkt_valid && detect_add && (data_in[1:0] != 2'b11)) begin
			header <= data_in;
		end
		else if(lfd_state) begin
			dout <= header;
		end
		else if(ld_state & !fifo_full) begin
			dout <= data_in;
		end
		else if(ld_state & fifo_full) begin
			int_reg <= data_in;
		end
		else if(laf_state) begin
			dout <= int_reg;
		end
	 end
	 always @(posedge clk) begin   
		if(!resetn || rst_int_reg) begin
			low_pkt_valid <= 0;
		end
		else if(ld_state & !pkt_valid) begin
			low_pkt_valid <= 1;
		end
	 end
	 always @(posedge clk) begin   
		if(~resetn) begin
			parity_done <= 0;
		end
		else if(detect_add) begin
			parity_done <= 0;
		end
		else if((ld_state && !fifo_full && !pkt_valid) || (laf_state && low_pkt_valid && !parity_done)) begin
			parity_done <= 1;
		end
	 end
	 always @(posedge clk) begin   
		if(~resetn) begin
			int_parity <= 0;
		end
		else if(detect_add) begin
			int_parity <= 0;
		end
		else if(lfd_state & pkt_valid) begin
			int_parity <= int_parity ^ header;
		end
		else if(ld_state & pkt_valid & !full_state) begin
			int_parity <= int_parity ^ data_in;
		end
		else begin
			int_parity <= int_parity;
		end	
	 end
	 always @(posedge clk) begin   
		if(~resetn) begin
			ext_parity <= 0;
		end
		else if(detect_add) begin
			ext_parity <= 0;
		end
		else if((ld_state & !fifo_full & !pkt_valid) | (laf_state & !parity_done & low_pkt_valid)) begin
			ext_parity <= data_in;
		end
	 end
	 always @(posedge clk) begin
		if(!resetn) begin
			error <= 0;
		end
		else if(parity_done) begin
			if(int_parity == ext_parity) begin
				error <= 0;
			end
			else if(int_parity != ext_parity) begin
				error <= 1;
			end
		end
		else 
			error <= 0;
	 end
endmodule
 module synchronizer_router(clk, resetn, detect_add, data_in, write_enb_reg, empty0, empty1, empty2, full0, full1, full2, read_enb0, read_enb1, read_enb2,
								write_enb, valid_out0, valid_out1, valid_out2, soft_reset0, soft_reset1, soft_reset2, fifo_full);
	input [1:0] data_in;
	input clk, resetn, detect_add, write_enb_reg, empty0, empty1, empty2, full0, full1, full2, read_enb0, read_enb1, read_enb2;
	output valid_out0, valid_out1, valid_out2;
	output reg soft_reset0, soft_reset1, soft_reset2, fifo_full;
	output reg [2:0] write_enb;
	 reg [4:0] count0, count1, count2;
	 reg [1:0] data_in_temp;
	 always @(posedge clk) begin
		if(~resetn) begin
			data_in_temp <= 0;
		end else if(detect_add) begin
			data_in_temp <= data_in;
		end
	 end
	 always @(*) begin
		case(data_in_temp)
			2'b00 : begin
				fifo_full = full0;
				if(write_enb_reg) begin
					write_enb = 3'b001;
				end else begin
					write_enb = 0;
				end
			end
			2'b01 : begin
				fifo_full = full1;
				if(write_enb_reg) begin
					write_enb = 3'b010;
				end else begin
					write_enb = 0;
				end
			end
			2'b10 : begin
				fifo_full = full2;
				if(write_enb_reg) begin
					write_enb = 3'b100;
				end else begin
					write_enb = 0;
				end
			end
			default : begin
				fifo_full = 0;
				write_enb = 0;
			end
		endcase
	 end
	 assign valid_out0 = (~empty0);
	 assign valid_out1 = (~empty1);
	 assign valid_out2 = (~empty2);
	 always @(posedge clk) begin
		if(~resetn) begin
			soft_reset0 <= 0;
			count0 <= 0;
		end
		else if(valid_out0) begin
			if(~read_enb0) begin
				if(count0 >= 5'd29) begin
					soft_reset0 <= 1;
					count0 <= 0;
				end
				else begin
					soft_reset0 <= 0;
					count0 <= count0+1'b1;
				end
			end
			else begin
				count0 <= 0;
			end
		end
	 end
	 always @(posedge clk) begin
		if(~resetn) begin
			count1 <= 0;
			soft_reset1 <= 0;
		end
		else if(valid_out1) begin
			if(~read_enb1) begin
				if(count1 >= 29) begin
					soft_reset1 <= 1;
					count1 <= 0;
				end
				else begin
					soft_reset1 <= 0;
					count1 <= count1 + 1'b1;
				end
			end
			else begin
				count1 <= 0;
			end
		end
	 end
	 always @(posedge clk) begin
		if(~resetn) begin
			count2 <= 0;
			soft_reset2 <= 0;
		end
		else if(valid_out2) begin
			if(~read_enb2) begin
				if(count2 >= 29) begin
					soft_reset2 <= 1;
					count2 <= 0;
				end
				else begin
					soft_reset2 <= 0;
					count2 <= count2 + 1'b1;
				end
			end
			else begin
				count2 <= 0;
			end
		end
	 end
endmodule
module router1x3(
    input clk,
    input resetn,
    input read_en0,
    input read_en1,
    input read_en2,
    input [7:0] data_in,
    input pkt_valid,
    output [7:0] data_out0,
    output [7:0] data_out1,
    output [7:0] data_out2,
    output valid_out0,
    output valid_out1,
    output valid_out2,
    output error,
    output busy
    );
	 wire [2:0] write_enb;
	 wire [7:0] d_in;
	 fifo fifo_0 (
		.clk(clk), 
		.resetn(resetn), 
		.soft_reset(soft_reset_0),
		.wr_enb(write_enb[0]), 
		.rd_enb(read_en0), 
		.lfd_state(lfd_state), 
		.data_in(d_in), 
		.data_out(data_out0), 
		.full(full_0), 
		.empty(empty_0)
	);
	fifo fifo_1 (
		.clk(clk), 
		.resetn(resetn), 
		.soft_reset(soft_reset_1), 
		.wr_enb(write_enb[1]), 
		.rd_enb(read_en1), 
		.lfd_state(lfd_state), 
		.data_in(d_in), 
		.data_out(data_out1), 
		.full(full_1), 
		.empty(empty_1)
	);
	fifo fifo_2 (
		.clk(clk), 
		.resetn(resetn), 
		.soft_reset(soft_reset_2), 
		.wr_enb(write_enb[2]), 
		.rd_enb(read_en2), 
		.lfd_state(lfd_state), 
		.data_in(d_in), 
		.data_out(data_out2), 
		.full(full_2), 
		.empty(empty_2)
	);
	 synchronizer_router sync(
		.clk(clk),
		.resetn(resetn),
		.detect_add(detect_add),
		.data_in(data_in[1:0]),
		.write_enb_reg(write_reg_enb),
		.empty0(empty_0),
		.empty1(empty_1),
		.empty2(empty_2),
		.full0(full_0),
		.full1(full_1),
		.full2(full_2),
		.read_enb0(read_en0),
		.read_enb1(read_en1),
		.read_enb2(read_en2),
		.write_enb(write_enb),
		.valid_out0(valid_out0),
		.valid_out1(valid_out1),
		.valid_out2(valid_out2),
		.soft_reset0(soft_reset_0),
		.soft_reset1(soft_reset_1),
		.soft_reset2(soft_reset_2),
		.fifo_full(fifo_full)
	 );
	 fsm fsm1 (
		.clk(clk), 
		.resetn(resetn), 
		.pkt_valid(pkt_valid), 
		.data_in(data_in[1:0]), 
		.fifo_full(fifo_full), 
		.fifo_empty0(empty_0), 
		.fifo_empty1(empty_1), 
		.fifo_empty2(empty_2), 
		.parity_done(parity_done), 
		.soft_reset0(soft_reset_0), 
		.soft_reset1(soft_reset_1), 
		.soft_reset2(soft_reset_2), 
		.low_pkt_valid(low_pkt_valid), 
		.busy(busy), 
		.detect_add(detect_add), 
		.lfd_state(lfd_state), 
		.ld_state(ld_state), 
		.laf_state(laf_state), 
		.full_state(full_state), 
		.write_enb_reg(write_reg_enb), 
		.rst_int_reg(rst_int_reg)
	);
	register reg1 (
		.clk(clk), 
		.resetn(resetn), 
		.pkt_valid(pkt_valid), 
		.data_in(data_in), 
		.fifo_full(fifo_full), 
		.rst_int_reg(rst_int_reg), 
		.detect_add(detect_add), 
		.ld_state(ld_state), 
		.lfd_state(lfd_state), 
		.laf_state(laf_state), 
		.full_state(full_state), 
		.parity_done(parity_done), 
		.low_pkt_valid(low_pkt_valid), 
		.error(error), 
		.dout(d_in)
	);
endmodule
```

==> summary.txt <==
Die Area: 0.0512 mm2
Num CTS Buffers: 56
post-DP HPWL: 35.3 mm
Core Footprint: 0.0493 mm2
mapped cell area: 0.0251 mm2
yosys stat cell total: 1888
Fin Hold WS: 0.460 ns
clk slew on worst S/H paths: 0.06 ns
initial antenna violation count: 3
post-CTS resize count: 0
Syn Area/Cell: 13.3 um2
Internal: 0.00498 W
floorplan die width: 226 um
Cell Area, Placed: 0.0262 mm2
tool warning count: 37
Gate Count Post-Synth: 1888
wire per inst: 21.6 um
vias in the first global route: 14800
Final min period: 4.39 ns
Dominant cell area share: 0.459
number of iterations in the first detailed-routing pass: 5
crit path cell chain: xor2_1 > nor4_4 > and2_1 > inv_2 > clkdlybuf4s50_1
cell family with most CP delay: simple AND/OR/NAND/NOR gates
Yosys Chip Area: 0.0251 mm2
Core Util at FP: 0.510
Static Leak: 10.6 nW
main area contributors: edfxtp_1, dfxtp_1, mux4_2
depth of the worst hold-timing path: 1
Critical Path Source Type: flop
Final Setup Violations: 0
Via density: 5.60
Peak VDD IR: 180 uV
Sw Pwr: 0.00136 W
register pins left without a clock: 3
clk latency late pin: 0.60 ns
Hold Path Class: reg -> reg
Comb power frac: 0.053
Setup WS post-layout: 3.11 ns
Syn. warnings: 0
fraction of layout cells with a size suffix above 1: 0.165
clock share of power: 0.430
DIE HEIGHT: 226 um
Routed WL: 56.3 mm
slowest cell on the critical path: dfxtp_1
Rel. slew slack: 0.304
ys flops: 534
post-route ant nets: 0
crit path max fanout: 9
CP Capture Type: primary output
Setup TNS: 0 ns
Top Ports: 43
post-route cell area: 0.0280 mm2
max frequency: 228 MHz
Max Cap Viol: 0
GRT overflow: 0
slowest stage delay, CP: 0.74 ns
CP Buf/Inv Count: 2
sequential share of power: 0.517
Post-Route Utilization: 0.569
clk root buf: clkbuf_16
area leader, netlist: edfxtp_1
Worst EP required: 6.00 ns
EDFF count, synth: 384
Fin. Hold Viols: 0
CP Class: reg -> out
depth of the worst register-to-register path: 12
Layout Area Growth over Synthesis: 11.4%
Final period util: 0.585
Crit path arrival time: 2.89 ns
CTS tree: done
Site Rows: 81
global-route wire length before repair: 87.6 mm
largest registers: fifo_0.mem: 128 flops, fifo_1.mem: 128 flops, fifo_2.mem: 128 flops
Worst path depth: 5
RD Place Congestion: 0.843
ANT cells: 0
DRT iter0 DRCs: 862
largest net degree at the start of global routing: 72
cts-stage hold buffer count: 0
Distinct lib cells used: 65
Async S/R FF share, synth: 0
worst-case clock buffer depth: 3
DP Worst Slack: 2.94 ns
RSZ-0062 raised after global routing: false
status: completed
main flop type: edfxtp_1
Slew Viols, Final: 0
clk_skew: 0.00927 ns
number of unconstrained endpoints: 3
drt drc: 0
via count: 14600
H-tree Lvls: 2
Net Sw Frac: 0.214
port bufs: 42
Worst-Margin Slew: 1.04 ns
All-Layer GR Usage: 0.250
setup bufs post-CTS: 0
Pwr Density: 226 mW/mm2
## placed cells by master, fill, tap and decap left out, types with 24 or more instances in the layout
cell               n
dfxtp_1          136
inv_1             25
and3_1           155
a21oi_1           24
o21ai_0           36
ha_1              33
mux2i_1           47
clkdlybuf4s50_1   41
edfxtp_1         384
xor2_1            49
nor2b_1           61
nor2_1            88
nand2_1           76
and2_1           255
a21o_1            29
buf_4             54
clkbuf_16         57
mux4_2           120
## metrics by stage
step	std cells	power, W
floorplan	1890	0.00354
global placement	2502	0.00368
detailed placement	2502	0.00368
CTS	2603	0.00641
finish	2603	0.00634
global route	2603	0.00654
## worst register-to-register path: cells and delay by family, from the launching register on
family / cells / cell delay, ns
XOR/XNOR: 1 / 0.13
buffers and inverters: 1 / 0.11
AND-OR/OR-AND: 4 / 1.10
AND/OR/NAND/NOR: 4 / 1.00
adder cells (fa/ha/maj): 2 / 0.70
flip-flops: 1 / 0.56
## cells in the mapped netlist, types with 4 or more instances
cell / n
mux2i_1: 47
and3_1: 155
o22ai_1: 5
nor2_2: 12
nor2_1: 88
nand2_1: 76
o221a_2: 8
nand3_1: 20
nand3_4: 4
clkbuf_2: 4
and3b_1: 4
a21boi_0: 4
buf_4: 4
a21oi_1: 24
xor2_1: 49
o21ai_0: 36
o22a_1: 7
dfxtp_1: 147
edfxtp_1: 384
a22o_1: 8
buf_2: 17
clkbuf_1: 112
xnor2_1: 17
a32o_1: 7
nand4_1: 18
o211ai_1: 5
nand2b_1: 16
a21o_1: 29
inv_1: 25
and2_1: 255
or2_2: 5
nor3_4: 5
mux4_2: 120
buf_1: 9
nor3_1: 11
or3_1: 8
nor2b_1: 62
ha_1: 33
## final cells by class
class | count | area, um2
sequential | 534 | 14500
inverter | 28 | 105
fill | 3865 | 21300
timing repair buffer | 96 | 821
multi-input combinational | 1180 | 9910
clock inverter | 22 | 204
clock buffer | 79 | 1600
tap | 664 | 831
## cell families after synthesis
family,after synthesis,synth area share
compound gates,155,0.0482
xor+xnor,67,0.0236
fa+ha+maj,36,0.0188
buf+inv,176,0.0285
flops,531,0.576
latches,3,0.00179
mux,168,0.127
other cells,1,0.000149
simple gates,751,0.176
## per-layer routing
| metal | wire length [um] | vias to the layer above | track usage |
|---|---|---|---|
| met5 | 50 | - | 0.00684 |
| met4 | 1330 | 2 | 0.0469 |
| met3 | 5420 | 91 | 0.109 |
| met2 | 26400 | 494 | 0.366 |
| met1 | 23100 | 7077 | 0.380 |
| li1 | - | 6923 | - |
## power groups by stage
| stage | Clock (W) | Sequential (W) | Combinational (W) |
|---|---|---|---|
| after CTS | 0.00278 | 0.00328 | 0.000345 |
| after global routing | 0.00289 | 0.00329 | 0.000371 |
| final | 0.00273 | 0.00328 | 0.000338 |
## worst paths after layout
kind | startpoint | endpoint | slack, ns
hold reg to reg | reg1.dout[4] | reg1.dout[4] | 0.46
hold / removal | reg1.dout[4] | reg1.dout[4] | 0.46
setup reg to reg | fsm1.state[1] | fifo_0.count[4] | 3.78
setup / recovery | fifo_2.wr_ptr[3] | valid_out2 | 3.11
Power is estimated from default activity; no workload was simulated.
